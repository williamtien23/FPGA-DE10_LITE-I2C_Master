File: flow/run.sh
#!/bin/bash
# OpenROAD 26Q1-2900-gdf79404cd8, Yosys 0.63+post, stock flow scripts
make -C /OpenROAD-flow-scripts/flow DESIGN_CONFIG=/design/flow/config.mk WORK_HOME=/design/flow/orfs finish
File: flow/config.mk
export PLATFORM = sky130hd
export DESIGN_NAME = I2C_Master_Top
export DESIGN_NICKNAME = I2C_Master_Top
export VERILOG_FILES = /design/flow/design.v
export SDC_FILE = /design/flow/constraint.sdc
export NUM_CORES = 4
export LEC_CHECK = 1
export CORE_UTILIZATION = 30
File: flow/constraint.sdc
current_design I2C_Master_Top

set clk_period 16.7
set clk_io_pct 0.2

create_clock -name clk0 -period $clk_period [get_ports {MAX10_CLK1_50}]

set non_clock_inputs [all_inputs -no_clocks]
set_input_delay [expr $clk_period * $clk_io_pct] -clock clk0 $non_clock_inputs
set_output_delay [expr $clk_period * $clk_io_pct] -clock clk0 [all_outputs]
File: flow/design.v
module Decoder_7seg (output wire [6:0] out, input [3:0] in );
assign out = (in == 4'h0) ? 7'b1000000 :
				 (in == 4'h1) ? 7'b1111001 :
				 (in == 4'h2) ? 7'b0100100 :
				 (in == 4'h3) ? 7'b0110000 :
				 (in == 4'h4) ? 7'b0011001 :
				 (in == 4'h5) ? 7'b0010010 :
				 (in == 4'h6) ? 7'b0000010 :
				 (in == 4'h7) ? 7'b1111000 :
				 (in == 4'h8) ? 7'b0000000 :
				 (in == 4'h9) ? 7'b0010000 :
				 (in == 4'hA) ? 7'b0001000 :
				 (in == 4'hB) ? 7'b0000011 :
				 (in == 4'hC) ? 7'b1000110 :
				 (in == 4'hD) ? 7'b0100001 :
				 (in == 4'hE) ? 7'b0000110 :
				 (in == 4'hF) ? 7'b0001110 :
				 8'bXXXX_XXXX;
endmodule
module I2C_Master (
	input Clk,
	input Start,				 
	input Write,				 
	input [1:0] Num_Bytes,	 
	input [6:0] Address,		 
	input [7:0] Register,	 
	output reg Buff_Next,	 
	output reg DV,				 
	output reg Busy,			 
	output reg I2C_SDA_OEn,	 
	output I2C_SDA_O,			 
	input I2C_SDA_I,			 
	output reg I2C_SCL_OEn,	 
	output I2C_SCL_O,			 
	input I2C_SCL_I,			 
	input [7:0] Data_Tx,		 
	output reg [7:0] Data_Rx		 
);
localparam STATE_IDLE 				= 8'd0;
localparam STATE_START 				= 8'd1;
localparam STATE_ADDRESS 			= 8'd2;
localparam STATE_RW 					= 8'd3;
localparam STATE_ACK_ADDR	 		= 8'd4;
localparam STATE_REGISTER		 	= 8'd5;
localparam STATE_ACK_REG	 		= 8'd6;
localparam STATE_WRITE		 		= 8'd7;
localparam STATE_ACK_WR		 		= 8'd8;
localparam STATE_READ				= 8'd9;
localparam STATE_ACK_R		 		= 8'd10;
localparam STATE_NACK	 			= 8'd11;
localparam STATE_STOP		 		= 8'd12;
reg [7:0] state = STATE_IDLE;
reg [7:0] next_state = STATE_IDLE;
reg ack = 0;
reg write_reg = 0;
reg [6:0] address_reg = 0;
reg [7:0] register_reg = 0;
reg [7:0] data_TX_reg = 0;
reg [16:0] clock_count = 0;
reg drive_pulse = 0;
reg start_stop_pulse = 0;
reg poll_pulse = 0;
reg case_pulse = 0;
reg [2:0] c_start = 0;
reg [7:0] c_bit = 0;
reg [7:0] c_byte = 0;
assign I2C_SDA_O = 0;
assign I2C_SCL_O = 0;
always @ (posedge Clk) begin
	if(case_pulse)
		state <= next_state;  
end
always @ (*) begin	
	case(state)  
		STATE_IDLE:
		begin	
			if(Start == 1)
				next_state = STATE_START;
			else
				next_state = STATE_IDLE;
		end
		STATE_START:
		begin
			next_state = STATE_ADDRESS;
		end
		STATE_ADDRESS:
		begin
			if (c_bit == 0)
				next_state = STATE_RW;
			else
				next_state = STATE_ADDRESS;
		end
		STATE_RW:
		begin
			next_state = STATE_ACK_ADDR;
		end
		STATE_ACK_ADDR:
		begin
			if (write_reg == 0 & c_start == 2)
				next_state = STATE_READ;
			else
				next_state = STATE_REGISTER;
		end
		STATE_REGISTER:
		begin
			if (c_bit == 0)
				next_state = STATE_ACK_REG;
			else
				next_state = STATE_REGISTER;
		end
		STATE_ACK_REG:
		begin
			if(write_reg == 0)
				next_state = STATE_START;
			else
				next_state = STATE_WRITE;
		end
		STATE_WRITE:
		begin
			if (c_bit == 0)
				next_state = STATE_ACK_WR;
			else 
				next_state = STATE_WRITE;
		end
		STATE_ACK_WR:
		begin
			if (c_byte == 0)
				next_state = STATE_STOP;
			else
				next_state = STATE_WRITE;
		end
		STATE_READ:
		begin
			if (c_bit == 0) begin
				if (c_byte == 1)  
					next_state = STATE_NACK;
				else
					next_state = STATE_ACK_R;
			end
			else
				next_state = STATE_READ;
		end
		STATE_ACK_R:
		begin
			next_state = STATE_READ;
		end
		STATE_NACK:
		begin
			next_state = STATE_STOP;
		end
		STATE_STOP:
		begin
			next_state <= STATE_IDLE;
		end
		default: next_state <= STATE_IDLE;
	endcase
end
always @ (posedge Clk) begin
	case(state)
		STATE_IDLE:
		begin
			ack <= 0;
			Busy <= 0;
			c_start = 0;
			c_byte <= Num_Bytes;
			write_reg <= Write;
			address_reg <= Address;
			register_reg <= Register;	
			I2C_SDA_OEn <= 0; 
		end
		STATE_START:
		begin
			if(start_stop_pulse) begin	
				c_bit <= 7;
				c_start = c_start + 1;
				I2C_SDA_OEn <= 1;
				Busy <= 1;
				ack <= 0;
			end
		end
		STATE_ADDRESS:
		begin
			if(drive_pulse) begin
				if(address_reg[c_bit-1])  
					I2C_SDA_OEn <= 0;  
				else
					I2C_SDA_OEn <= 1;  
				c_bit <= c_bit - 1;
			end
		end
		STATE_RW:
		begin
			if(drive_pulse) begin
				if(write_reg) begin
					I2C_SDA_OEn <= 1;  
					Buff_Next <= 1;
					data_TX_reg <= Data_Tx;
				end
				else begin
					if(c_start == 1)
						I2C_SDA_OEn <= 1;
					else
						I2C_SDA_OEn <= 0;  
				end
			end
		end
		STATE_ACK_ADDR:
		begin
			if(drive_pulse) begin
				I2C_SDA_OEn <= 0;  
				c_bit <= 8;
			end
			if(poll_pulse) begin
				ack <= I2C_SDA_I;  
			end
		end
		STATE_REGISTER:
		begin
			if(drive_pulse) begin
				if (register_reg[c_bit-1])  
					I2C_SDA_OEn <= 0;  
				else
					I2C_SDA_OEn <= 1;  
				c_bit <= c_bit - 1;
				ack <= 0;
			end
		end
		STATE_ACK_REG:
		begin
			if(drive_pulse) begin
				I2C_SDA_OEn <= 0;  
				c_bit <= 8;
			end
			if(poll_pulse) begin
				ack <= I2C_SDA_I;  
			end
		end
		STATE_WRITE:
		begin
			if(drive_pulse) begin
				if (data_TX_reg[c_bit-1])  
					I2C_SDA_OEn <= 0;  
				else
					I2C_SDA_OEn <= 1;  
				c_bit <= c_bit - 1;
				Buff_Next <= 0;
				ack <= 0;
			end
		end
		STATE_ACK_WR:
		begin
			if(drive_pulse) begin
				if(c_byte != 0) begin
					c_byte <= c_byte - 1;
					Buff_Next <= 1;
					data_TX_reg <= Data_Tx;
				end
				I2C_SDA_OEn <= 0;  
				c_bit <= 8;
			end
			if(poll_pulse) begin
				ack <= I2C_SDA_I;  
			end
		end
		STATE_READ:
		begin
			if(drive_pulse) begin
				I2C_SDA_OEn <= 0;  
			end
			if(poll_pulse) begin
				Data_Rx[c_bit-1] <= I2C_SDA_I;  
				c_bit <= c_bit - 1;
			end
		end
		STATE_ACK_R:
		begin
			if(drive_pulse) begin
				DV <= 1;
				I2C_SDA_OEn <= 1;
				c_bit <= 8;
				c_byte <= c_byte - 1;
			end
		end
		STATE_NACK:
		begin
			if(drive_pulse) begin
				DV <= 1;
				I2C_SDA_OEn <= 0;
				c_byte <= c_byte - 1;
			end
		end
		STATE_STOP:
		begin
			if(drive_pulse) begin
				Buff_Next <= 0;
				DV <= 0;
				I2C_SDA_OEn <= 1;
			end
			if(start_stop_pulse)
				I2C_SDA_OEn <= 0;
		end
	endcase
end
always @ (posedge Clk) begin
	if(clock_count == 500)
		clock_count <= 1;
	else
		clock_count <= clock_count+1;
	if(clock_count == 125) begin
		drive_pulse <= 1;
	end
	else if(clock_count == 250) begin
		poll_pulse <=1;
		I2C_SCL_OEn <= 0;
	end
	else if(clock_count == 375) begin
		start_stop_pulse <= 1;
	end
	else if(clock_count == 500) begin
		case_pulse <= 1;
		I2C_SCL_OEn <= 1;
	end
	else begin
		drive_pulse <= 0;
		poll_pulse <= 0;
		start_stop_pulse <= 0;
		case_pulse <= 0;
	end	
end
endmodule
module I2C_Master_Top(
	input 		          		ADC_CLK_10,
	input 		          		MAX10_CLK1_50,
	input 		          		MAX10_CLK2_50,
	output		     [7:0]		HEX0,
	output		     [7:0]		HEX1,
	output		     [7:0]		HEX2,
	output		     [7:0]		HEX3,
	output		     [7:0]		HEX4,
	output		     [7:0]		HEX5,
	input 		     [1:0]		KEY,
	inout 		    [35:0]		GPIO
);
reg start = 0;
reg write = 1;
reg [1:0] num_bytes = 2;
reg [6:0] address = 7'h10;
reg [7:0] register = 8'h0;
wire fifo_read;
wire dv;
wire busy;
wire sda_oen;
wire sda_o;
wire sda_i;
wire scl_oen;
wire scl_o;
wire scl_i;
reg [7:0] data_tx = 8'h0; 
wire [7:0] data_rx;
reg [15:0] data_rx_buffer = 16'd0;
reg [7:0] quotient_10k, quotient_1k, quotient_100, quotient_10;
reg [15:0] remainder_10k, remainder_1k;
reg [7:0] remainder_100, remainder_10;
reg [3:0] BCD_State = 0;
reg [19:0] BCD;
reg [7:0] state = STATE_INIT_WRITE;	
reg [31:0] count = 0;
reg [1:0] fifo_read_posedge;
reg [1:0] dv_posedge;
assign GPIO[0] = sda_oen ? sda_o : 1'bz;
assign sda_i = GPIO[0];
assign GPIO[1] = scl_oen ? scl_o : 1'bz;
assign scl_i = GPIO[1];
I2C_Master i2c_controller (.Clk(MAX10_CLK1_50), .Start(start), .Write(write), .Num_Bytes(num_bytes), .Address(address), .Register(register), .Buff_Next(fifo_read), .DV(dv), .Busy(busy), 
					 .I2C_SDA_OEn(sda_oen), .I2C_SDA_O(sda_o), .I2C_SDA_I(sda_i), .I2C_SCL_OEn(scl_oen), .I2C_SCL_O(scl_o), .I2C_SCL_I(scl_i),
					 .Data_Tx(data_tx), .Data_Rx(data_rx));
Decoder_7seg decoder_1(.out(HEX0[6:0]), .in(BCD[3:0]));
Decoder_7seg decoder_2(.out(HEX1[6:0]), .in(BCD[7:4]));
Decoder_7seg decoder_3(.out(HEX2[6:0]), .in(BCD[11:8]));
Decoder_7seg decoder_4(.out(HEX3[6:0]), .in(BCD[15:12]));
Decoder_7seg decoder_5(.out(HEX4[6:0]), .in(BCD[19:16]));
localparam STATE_INIT_WRITE		= 8'd0;
localparam STATE_WRITE 				= 8'd1;
localparam STATE_INIT_READ			= 8'd2;
localparam STATE_READ 				= 8'd3;
localparam STATE_OUTPUT				= 8'd4;
localparam STATE_DELAY 				= 8'd5;
always @ (posedge MAX10_CLK1_50) begin
	case(state)
		STATE_INIT_WRITE: begin
			start <= 1;
			address <= 7'h10;
			register <= 8'h0;
			num_bytes <= 2;
			BCD_State <= 1;
			if(busy)
				state <= STATE_WRITE;
		end
		STATE_WRITE: begin
			start <= 0;
			BCD_State <= 2;
			if(!fifo_read_posedge[1] && fifo_read_posedge[0])
				data_tx = 8'h13;
			if(!busy)
				state <= STATE_INIT_READ;
		end
		STATE_INIT_READ: begin
			start <= 1;
			address <= 7'h10;
			register <= 8'h4;
			num_bytes <= 2;
			BCD_State <= 3;
			write = 0;
			if(busy)
				state <= STATE_READ;
			count <= 4;
		end
		STATE_READ: begin
			start <= 0;
			BCD_State <= 4;
			if(!dv_posedge[1] && dv_posedge[0]) begin
				data_rx_buffer[15:8] <= data_rx;
				data_rx_buffer[7:0] <= data_rx_buffer[15:8];
			end
			if(!busy)
				state <= STATE_OUTPUT;
		end	
		STATE_OUTPUT: begin
			BCD_State <= 5;
			if (count == 0) begin
				BCD[19:16] <= quotient_10k; 
				BCD[15:12] <= quotient_1k;	
				BCD[11:8] <= quotient_100;
				BCD[7:4] <= quotient_10;
				BCD[3:0] <= remainder_10;
				state <= STATE_DELAY;
			end
			else begin
				quotient_10k <= data_rx_buffer/'d10000;  
				remainder_10k <= data_rx_buffer%'d10000;
				quotient_1k <= remainder_10k/'d1000;  
				remainder_1k <= remainder_10k%'d1000;
				quotient_100 <= remainder_1k/'d100;  
				remainder_100 <= remainder_1k%'d100;
				quotient_10 <= remainder_100/'d10; 
				remainder_10 <= remainder_100%'d10;
				count <= count-1;
			end
		end
		STATE_DELAY: begin
			BCD_State <= 6;
			if(count == 25000000)
				state <= STATE_INIT_READ;
			else
				count <= count+1;
		end
		default: state <= STATE_INIT_WRITE;
	endcase
end
always @ (posedge MAX10_CLK1_50) begin
	fifo_read_posedge[1] <= fifo_read_posedge[0];
	fifo_read_posedge[0] <= fifo_read;
	dv_posedge[1] <= dv_posedge[0];
	dv_posedge[0] <= dv;
end
endmodule
==> changes_impl.md <==
## Implementation

- Status: complete, no violations
- Die area: 0.0494 mm²
- Clock-pin slew on the worst setup and hold paths: 70 ps
- Int Power: 0.000756 W
- Slew @ Worst Pin: 913 ps
- Cell Area, Synth: 0.0145 mm²
- Hold Slack: 352 ps
- Total Routing Usage GR: 11.7%
- R2r setup slk: 8080 ps
- Drt total wl: 28,100 µm
- Placed insts: 2,193
- Combinational power share: 0%
- Top cells excl fill/tap: 171 x nor2_1, 168 x edfxtp_1, 102 x nand2_1, 91 x xnor2_1, 91 x a21oi_1
- Row count: 80
- PD cells: 58.3 mW/mm²
- H-tree depth: 4
- Net Sw Power: 0.000179 W
- CTS tree: done
- Largest regs: count (32), BCD (19), i2c_controller.clock_count (17)
- Number of flip-flops under the largest register name: 32
- Num CTS Buffers: 17
- DRT iter0 DRCs: 624
- Final Hold Fails: 0
- First-pass GRT wire length: 48,700 µm
- Sw Ratio: 19.1%
- Worst EP required: 16,890 ps
- Cells after synthesis: 1,598
- Top reg by flops: count
- Antenna violations before repair: 0
- Largest net degree at the start of global routing: 60
- Setup_tns: 0 ps
- FF+latch count, synth: 188
- Post-DP HPWL: 19,900 µm
- Chip area in the Yosys report: 0.0145 mm²
- HP Class: flip-flop to flip-flop
- Fin cells: 2,225
- Reg power frac: 53.9%
- Placer Congestion: 0.874
- EDFF count, synth: 168
- Tool Warnings: 72
- Most frequent logic cell in the layout: nor2_1
- Final min period: 8620 ps
- Fmax: 116 MHz
- Clk root buf: clkbuf_16
- Clk ins delay skew pair: 440 ps
- Die Y: 222 µm
- Post_cts resized: 0
- Area share of xor/xnor cells in the synthesized design: 7.93%
- Ys flop type: edfxtp_1
- FFs w/ async S/R, synth: 0%
- Vias: 11,400
- DIE WIDTH: 222 µm
- Peak fanout along the critical path: 20
- Synth Area per Inst: 9.10 µm²
- Core area: 0.0477 mm²
- Clock Power Share: 46.1%
- Layout cell share with drive strength beyond 1: 7.20%
- PortBufs: 35
- Worst path arrival time: 8810 ps
- Pwr Total: 0.000935 W
- Synth Seq Share: 37.4%
- Leakage power: 5.65 nW
- Final setup fails: 0
- Critical path class: flip-flop to flip-flop
- Final Cycle Share: 51.6%
- Number of global-route vias before repair: 10,300
- Final setup skew: 14.0 ps
- Mux frac, synth: 2.43%
- Vias per cell: 5.11
- Routed Antenna Nets: 0
- Count of cell types in the netlist: 113
- Routed len/inst: 12.6 µm
- Grt ovf: 0
- DRT Pass-1 Iters: 5
- Antenna diodes: 0
- Post-CTS Setup Inserts: 0
- Hold buffer count at CTS: 0
- Layout Utilization: 33.6%
- RSZ-0062 raised after global routing: false
- I/O Pins: 89
- Peak VDD IR: 0.0654 mV
- Max Buffers Root-to-Sink: 2
- Max-cap viol count: 0
- Compound-Gate Fraction of Synth Area: 21.0%
- Synth Area in Simple Gates: 20.0%
- Post-route DRC: 0
- P&R area growth vs syn: 10.3%
- Endpoints left unconstrained: 34
- Nature of the critical path endpoint: flip-flop
- Setup crit start kind: flip-flop
- Synth Area in Adders: 6.14%
- Dominant comb cell: AND-OR/OR-AND gates
- Floorplan Utilization: 30.5%
- Ys Warns: 17
- Relative slew margins: 38.7%
- Yosys cell count: 1,598
- Final slew viol count: 0
- Clk sinks: 188
worst max-delay path, cell delays in order, from the launching register on:
cell	delay, ps
edfxtp_1	690
nor3_2	490
nor2_1	90
ha_1	290
nand2b_1	190
o21ai_1	390
a31oi_1	240
nor2_2	560
o221ai_1	300
o311ai_2	540
nand3_2	270
xor2_2	470
o211ai_1	260
o32ai_4	360
a211o_1	340
mux2i_1	330
a21o_1	270
o21ai_1	160
xnor2_1	280
o21a_4	220
clkinv_4	90
o31ai_1	650
a21oi_1	90
o31a_1	310
o21ai_2	260
nor2_1	80
xor2_1	140
Yosys cell counts (16+ instances only):
cell type  instances  area share, %
edfxtp_1         168             35
a21o_1            23            1.2
a21oi_1           91            3.1
nand4_1           24            1.0
dfxtp_1           20            2.8
o31ai_1           22            1.1
and3_1            16           0.69
o211ai_1          18           0.93
xnor2_1           91            5.5
nor3_1            39            1.3
nand2_1          102            2.6
buf_4             17           0.88
xor2_1            37            2.2
maj3_1            16            1.1
ha_1              57            4.9
nor4_1            25            1.1
nor2_1           172            4.4
nor2b_1           20           0.86
nand2b_1          26            1.1
o21ai_0           79            2.7
mux2i_1           23            1.6
nand3_1           60            2.1
inv_1             80            2.1
a31oi_1           23           0.99
o21bai_1          19           0.98
clkbuf_1          54            1.4
per-layer routing:
layer	vias up	GRT usage (%)	routed length (µm)
met5	-	0	0
met4	0	1.21	296
met3	20	1.82	770
met2	139	18.1	12800
met1	5306	18.4	14200
li1	5908	-	-
path summary, 6_finish.rpt:
| kind | from | endpoint | cells after the start |
|---|---|---|---|
| worst max-delay path | remainder_1k[12]$_DFFE_PP_ | remainder_100[3]$_DFFE_PP_ | 26 |
| worst min-delay path | i2c_controller.DV$_DFFE_PP_ | dv_posedge[0]$_DFF_P_ | 0 |
| worst max register to register | remainder_1k[12]$_DFFE_PP_ | remainder_100[3]$_DFFE_PP_ | 26 |
| worst min register to register | i2c_controller.DV$_DFFE_PP_ | dv_posedge[0]$_DFF_P_ | 0 |
stage by stage:
stage | setup WS (ps) | cell area, µm²
2_1_floorplan | 9900 | 14600
4_1_cts | 8160 | 16000
3_5_place_dp | 8200 | 15400
5_1_grt | 7370 | 16000
6_report | 8080 | 16000
3_3_place_gp | 8260 | 15400
cells by family after synthesis:
family / after synthesis
AND/OR/NAND/NOR: 574
AND-OR/OR-AND: 430
flip-flops: 188
buffers and inverters: 168
XOR/XNOR: 130
adder cells (fa/ha/maj): 74
multiplexers: 33
other: 1
layout make-up:
type | instances | area, µm²
inverter | 84 | 320
clock buffer | 19 | 433
fill | 4661 | 31700
timing repair buffer | 46 | 433
multi-input combinational | 1260 | 8450
sequential | 188 | 5450
tap | 615 | 769
clock inverter | 13 | 189
power by group through the flow:
stage | Sequential [W] | Combinational (W) | Clock [W]
6_report | 0.000504 | 0.000000141 | 0.000431
5_1_grt | 0.000504 | 0.000000323 | 0.000464
4_1_cts | 0.000504 | 0.000000200 | 0.000446
Power figures rest on the tool's default switching activity, not on a simulated workload.
